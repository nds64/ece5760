File: design.v
`timescale 1ns/1ns
module testbench();
	reg clk_50, clk_25, reset;
	reg 			  [31:0] 	index;
	wire signed [31:0]  testbench_out;
	wire signed 		  	done;
	initial begin
		clk_50 = 1'b0;
		clk_25 = 1'b0;
		index  = 32'd0;
	end
	always begin
		#10
		clk_50  = !clk_50;
	end
	always begin
		#20
		clk_25  = !clk_25;
	end
	initial begin
		reset  = 1'b0;
		#10 
		reset  = 1'b1;
		#30
		reset  = 1'b0;
	end
	always @ (posedge clk_50) begin
		index  <= index + 32'd1;
	end
comp_pp DUT  (
            .clk(clk_50), 
            .reset(reset),
            .Cre(27'h01039b0),
            .Cim(27'h03973f9),
            .max_count(1000),
            .iter(testbench_out),
            .done(done)
          );
endmodule
module comp_pp(clk, reset, Cre, Cim, max_count, rgb_data, done);
	input 						    clk, reset;
	input 			  [9:0] 	max_count;
	input signed 	[26:0] 	Cre, Cim;
	output reg 					  done;
	output reg [7:0] rgb_data;
	wire signed 	[26:0] 	Zsq_temp, Zim_temp, Zre_temp, Zim_temp1;
	wire signed 	[26:0] 	Zim_sq_temp, Zre_sq_temp;
	reg signed 		[26:0] 	Zsq, Zre, Zim, Zre_sq, Zim_sq;
	reg [9:0] 	count;
	reg  [9:0]  iter;
	always @(posedge clk) begin
		if (reset || done) begin
			Zsq     <= 0;
			Zre 		<= 0;
			Zim 		<= 0;
			Zre_sq 	<= 0;
			Zim_sq 	<= 0;
			count 	<= 0;
			iter 		<= 0;
			done 		<= 0;
			rgb_data <= 8'h00;
		end
		else if (~done) begin
			Zsq     <= Zsq_temp;
			Zre 		<= Zre_temp;
			Zim 		<= Zim_temp;
			Zre_sq 	<= Zre_sq_temp;
			Zim_sq 	<= Zim_sq_temp;
			if (count == max_count || Zsq > 27'h200_0000) begin
				done 	<= 1;
				iter 	<= count;
				count 	<= count;
				if (count >= max_count) rgb_data <= 8'h01;
				else if (count >= (max_count>>2)) rgb_data <= 8'he0; 
				else if (count >= (max_count>>4)) rgb_data <= 8'hc0;
				else if (count >= (max_count>>5)) rgb_data <= 8'ha0;
				else if (count >= (max_count>>6)) rgb_data <= 8'h80;
				else if (count >= (max_count>>7)) rgb_data <= 8'h24;
				else rgb_data <= 8'h00;
			end
			else begin
				done 	<= 0;
				iter  <= count;
				count <= count + 1;
				rgb_data <= 8'h00;
			end
		end
	end
  signed_mult im_mul(Zim_temp1, Zre, Zim);
  assign Zim_temp = (Zim_temp1 << 1) + Cim;
  assign Zre_temp = Zre_sq - Zim_sq + Cre;
  signed_mult re_sq(Zre_sq_temp, Zre_temp, Zre_temp);
  signed_mult im_sq(Zim_sq_temp, Zim_temp, Zim_temp);
  assign Zsq_temp = Zre_sq_temp + Zim_sq_temp;
endmodule
module signed_mult (out, a, b);
	output 				  [26:0]	out;
	input signed		[26:0] 	a;
	input signed		[26:0] 	b;
	wire	signed		[26:0]	out;
	wire 	signed		[53:0]	mult_out;
	assign mult_out = a * b;
	assign out = {mult_out[53], mult_out[49:23]};
endmodule
File: run.sh
#!/bin/bash
# OpenROAD 26Q1-2900-gdf79404cd8, Yosys 0.63+post, stock flow scripts
make -C /OpenROAD-flow-scripts/flow DESIGN_CONFIG=/design/flow/config.mk WORK_HOME=/design/flow/orfs finish
File: config.mk
export PLATFORM = sky130hd
export DESIGN_NAME = comp_pp
export DESIGN_NICKNAME = comp_pp
export VERILOG_FILES = /design/flow/design.v
export SDC_FILE = /design/flow/constraint.sdc
export NUM_CORES = 4
export LEC_CHECK = 1
export CORE_UTILIZATION = 50
File: constraint.sdc
current_design comp_pp

set clk_period 30.8
set clk_io_pct 0.2

create_clock -name clk0 -period $clk_period [get_ports {clk}]

set non_clock_inputs [all_inputs -no_clocks]
set_input_delay [expr $clk_period * $clk_io_pct] -clock clk0 $non_clock_inputs
set_output_delay [expr $clk_period * $clk_io_pct] -clock clk0 [all_outputs]
==> reports/qor.yml <==
critical_path:
  r2r_cells: 75
  crit_path_top_delay_cell: "a2111oi_0"
  endpoint_kind: "register"
  worstReg2RegStart: "Zim[18]$_SDFFE_PP0N_"
  timing.critical_path.from_type: "register"
  cp_max_fo: 27
  critical_path_required_ns: 31.18
  worst-r2r-setup-slack_ns: 10.49
  cp_slowest_stage_delay_ns: 0.82
  worst-setup-path-type: "reg2reg"
  critPathMostFrequentCell: "fa_1"
  critical_path_arrival_ns: 20.69
  reg2reg_to: "Zsq[26]$_SDFFE_PP0N_"
floorplan:
  core_util_floorplan_pct: 50.6
  die_h_um: 390
  fp.coreArea_mm2: 0.149
  num_io_pins: 75
  width_of_the_die_um: 390
  number_of_placement_rows: 141
  die_area_mm2: 0.152
layout:
  final_layout_top_logic_cell: "inv_1"
  layout-drive-gt1-share_pct: 3.03
  area.growth.synth_to_final_pct: 5.47
  finish.utilization_pct: 53.4
  layout_top_cells_excl_fill_tap: "inv_1, fa_1, nand2_1, ha_1, nor2_1"
clock_network:
  post-cts-setup-buffers: 0
  cts_inserted_buffers: 17
  cts_sinks: 151
  clock_tree_from_tritoncts: "done"
  clkSlewWorstSetupHoldPaths_ns: 0.09
  worstSkewPairLatency_ns: 0.50
  root_buffer: "clkbuf_16"
  cts-hold-fix-buffers: 0
  clock_tree.htree_level_count: 4
  post_cts.resized_instances: 0
  clock_tree.buffer_depth: 2
route:
  initial_drc_count: 1662
  ant_nets: 0
  number_of_optimization_iterations_in_the_first_detailed_route_pass: 5
  post_drt_wl_per_cell_um: 19.3
  wl_um: 195000
  route.detailed.vias_per_inst: 5.04
  vias: 50900
  drcViolationCount: 0
yosys:
  yosys.area_share.simple_pct: 11.8
  synth.cellmix.compoundShare_pct: 3.68
  ys.warnings.count: 1
  yosys.stat.seqShare_pct: 4.02
  synthFlopType: "dfxtp_1"
  syn-mean-instance-area_um2: 9.29
  logic_family: "adder cells"
  synth_chip_area_mm2: 0.0752
  synthesized_instance_count: 8097
  synthXorXnorAreaFrac_pct: 2.85
  asyncSetResetFlopFracSynth_pct: 0
  synthMuxAreaShare_pct: 0.0266
  enable_flop_cells: 0
  ys_sh_adder_pct: 64.3
  ys_cells: 8097
  syn_area_mm2: 0.0752
  yosys.cell_types.count: 78
  ys_ff: 151
timing:
  post-route-period-util_pct: 65.9
  timing.max_slew.rel_slack_pct: 33.7
  finalHoldViolations: 0
  finalMaxSlewViolations: 0
  timing_worst_slew_pin_value_ns: 0.969
  timing.fmax_mhz: 49.2
  final.setup_skew_ns: 0.0318
  period_needed_ns: 20.31
  grt_setup_unrepaired: "false"
  setup_viol: 0
  final.setup.tns_ns: 0
grt:
  grt_start_max_net_pins: 57
  grt_first_pass_wirelength_um: 320000
  grt_antenna_before_repair: 10
  groute.usage.overall_pct: 30.1
  first_global_vias: 57700
  global_route_congestion_overflow_total: 0
worst_hold_path:
  hold_path_sink: "count[3]$_SDFFE_PP0P_"
  timing.hold.worst.start: "count[0]$_SDFFE_PP0P_"
  hold_path_depth: 3
  holdCritPathClass: "reg2reg"
placed_design:
  finalWeightedCongestion: 0.971
  dp_hpwl_um: 158000
  port_buffers: 71
run_status:
  outcome: "finished clean"
job:
  cap_viol_max_count: 0
  log_warnings: 31
-- stage by stage --
step / area [µm²] / setup slack (ns) / hold slack (ns) / cells
after global placement: 78700 / 10.70 / 0.564 / 10100
final: 79300 / 10.49 / 0.592 / 10100
after detailed placement: 78700 / 10.58 / 0.566 / 10100
after floorplan: 75200 / 12.89 / 0.515 / 8099
after global routing: 79300 / 9.00 / 0.633 / 10100
after CTS: 79300 / 10.48 / 0.595 / 10100
-- logic make-up after synthesis --
logic type	Yosys count
xor+xnor	234
buf+inv	2669
simple gates	1990
compound gates	420
mux	2
flops	151
fa+ha+maj	2630
other cells	1
-- sequential cells by signal (all words and copies together), names as in the netlist --
name      flops
Zim          27
Zim_sq       27
Zre          27
Zre_sq       27
Zsq          27
count        10
rgb_data      5
done          1
-- routing by layer --
metal	wire, µm	GRT usage (%)	part of all wire, %
met5	180	0.510	0.092
met4	6750	7.39	3.5
met3	23800	14.9	12
met2	92300	45.7	47
met1	72200	40.9	37
-- how the worst max path moves through the flow --
stage                     from                    to  slack [ns]
4_1_cts    Zim[7]$_SDFFE_PP0N_  Zsq[26]$_SDFFE_PP0N_       10.48
6_report  Zim[18]$_SDFFE_PP0N_  Zsq[26]$_SDFFE_PP0N_       10.49
5_1_grt    Zim[7]$_SDFFE_PP0N_  Zsq[26]$_SDFFE_PP0N_        9.00
-- critical path, delay by kind of cell, from the launching register on --
kind	cells	cell delay (ns)
buffers and inverters	12	1.56
AND-OR/OR-AND	26	6.56
XOR/XNOR	5	0.88
adder cells (fa/ha/maj)	18	8.15
AND/OR/NAND/NOR	14	2.65
flip-flops	1	0.32
-- cells in the mapped netlist, drive strengths merged, types with 3 or more instances --
cell type | number | area share [%]
dfxtp | 151 | 4.0
nand2 | 863 | 4.3
fa | 2058 | 55
o21a | 28 | 0.28
xor2 | 70 | 0.86
o31ai | 11 | 0.12
a2111oi | 8 | 0.11
clkinv | 12 | 0.060
a21oi | 127 | 0.84
nand2b | 38 | 0.32
o21bai | 23 | 0.23
and4 | 7 | 0.082
xnor2 | 163 | 2.0
a211o | 8 | 0.093
buf | 17 | 0.11
nand3 | 32 | 0.21
a21o | 76 | 0.76
nor4 | 9 | 0.083
a41oi | 3 | 0.035
o22ai | 4 | 0.042
nor2 | 557 | 2.8
a21boi | 3 | 0.030
a221oi | 3 | 0.035
a211oi | 14 | 0.15
o21ai | 69 | 0.47
nor3 | 33 | 0.22
o31a | 3 | 0.035
or2 | 9 | 0.075
o211ai | 4 | 0.040
a31oi | 11 | 0.091
nand4 | 22 | 0.18
a221o | 5 | 0.067
or3 | 7 | 0.058
and3 | 15 | 0.12
ha | 572 | 9.5
and2 | 357 | 3.0
inv | 2388 | 12
clkbuf | 252 | 1.3
nor2b | 32 | 0.27
-- final cells by class --
cell class | count | area (µm²)
diodes | 3 | 7.51
clock buffers | 20 | 457
clock inverters | 12 | 131
fillers | 13400 | 69200
inverters | 2400 | 9010
multi-input cells | 5279 | 62300
flip-flops and latches | 151 | 3020
well taps | 2002 | 2500
repair buffers | 224 | 1860
